--- design/flow/design.v ---
module MaquinasDeEstados(Clock, WriteRead, state1, state2, bus, newState1, newState2, WriteBack);
	input Clock;
	input [2:0] state1;
	input[2:0] state2;	 
	input [1:0] WriteRead;  
	output reg[2:0] bus;
	output reg[2:0] newState1;
	output reg[2:0] newState2;
	output reg[1:0] WriteBack;
	reg [1:0] hit;
	reg [1:0] miss;
	initial begin 
		bus = 3'b000; 
		newState1 = 3'b000; 
		newState2 = 3'b000;
		WriteBack = 2'b00;
		hit = 2'b00;
		miss = 2'b00;
	end
	always@(negedge Clock)begin
		WriteBack = 2'b00;
		if(state1 == 3'b100 && WriteRead == 2'b00)  
			begin
				newState1 = state1;	 
				newState2 = state2;
				bus = 3'b000;			 
				hit = 2'b01;			 
				miss = 2'b00;			 
			end
		if(state1 == 3'b100 && WriteRead == 2'b01)  
			begin
				newState1 = 3'b011; 	 
				newState2 = state2;	 
				bus = 3'b000;			 
				hit = 2'b01;			 
				miss = 2'b00;			 
			end
		if(state1 == 3'b010 && WriteRead == 2'b00)  
			begin
				newState1 = state1;	 
				newState2 = state2;	
				bus = 3'b000;			 
				hit = 2'b01;			 
				miss = 2'b00;			 
			end
		if(state1 == 3'b010 && WriteRead == 2'b01)  
			begin
				newState1 = 3'b011;	 
				bus = 3'b011;			 
				hit = 2'b00;			 
				miss = 2'b01;			 
			end
		if(state1 == 3'b011 && WriteRead == 2'b00)  
			begin
				newState1 = state1;	 
				newState2 = state2;
				bus = 3'b000;			 
				hit = 2'b01;			 
				miss = 2'b00;			 
			end
		if(state1 == 3'b011 && WriteRead == 2'b01)  
			begin
				newState1 = state1;	 
				newState2 = state2;
				bus = 3'b000;			 
				hit = 2'b00;			 
				miss = 2'b01;			 
			end
		if(state1 == 3'b001 && WriteRead == 2'b00)  
			begin
				bus = 3'b001; 			 
				hit = 2'b00;			 
				miss = 2'b01;			 
				newState2 = state2;	 
				if(state2 == 3'b010 || state2 == 3'b011 || state2 == 3'b100)  
					begin
						newState1 = 3'b010; 	 
					end
				else  
					begin
						newState1 = 3'b100; 	 
					end			
			end
		if(state1 == 3'b001 && WriteRead == 2'b01)  
			begin
				newState1 = 3'b011; 	 
				bus = 3'b010; 			 
				hit = 2'b00;			 
				miss = 2'b01;			 
			end
		if(bus == 3'b010 && state1 == 3'b001 && newState1 == 3'b011)  
			begin
				newState2 = 3'b001;  
			end
		if(state2 == 3'b100 && bus == 3'b001)  
			begin
				newState2 = 3'b010;  
			end
		if(state2 == 3'b100 && bus == 3'b0010)  
			begin
				newState2 = 3'b001;  
			end
		if(state1 == 3'b010 && state2 == 3'b010 && bus == 3'b011 && WriteRead == 2'b01)	 
			begin
				newState2 = 3'b001;  
			end
		if(state2 == 3'b011 && bus == 3'b001)	 
			begin
				newState2 = 3'b010;	 
				WriteBack = 2'b01;	 
			end
		if(state2 == 3'b011 && bus == 3'b010)	 
			begin
				newState2 = 3'b001;	 
				WriteBack = 2'b01;	 
			end
	end
endmodule
--- design/flow/run.sh ---
#!/bin/bash
# OpenROAD 26Q1-2900-gdf79404cd8, Yosys 0.63+post, stock flow scripts
make -C /OpenROAD-flow-scripts/flow DESIGN_CONFIG=/design/flow/config.mk WORK_HOME=/design/flow/orfs finish
--- design/flow/config.mk ---
export PLATFORM = sky130hd
export DESIGN_NAME = MaquinasDeEstados
export DESIGN_NICKNAME = MaquinasDeEstados
export VERILOG_FILES = /design/flow/design.v
export SDC_FILE = /design/flow/constraint.sdc
export NUM_CORES = 4
export LEC_CHECK = 1
export CORE_AREA = 10 10 92 92
export DIE_AREA = 0 0 102 102
--- design/flow/constraint.sdc ---
current_design MaquinasDeEstados

set clk_period 4.3
set clk_io_pct 0.2

create_clock -name clk0 -period $clk_period [get_ports {Clock}]

set non_clock_inputs [all_inputs -no_clocks]
set_input_delay [expr $clk_period * $clk_io_pct] -clock clk0 $non_clock_inputs
set_output_delay [expr $clk_period * $clk_io_pct] -clock clk0 [all_outputs]
==> flow_summary.rst <==
Flow metrics
------------

.. list-table::
   :header-rows: 1

   * - Metric
     - Value
   * - Final count of hold timing violations
     - 0
   * - Most common flop cell mapped by yosys
     - sky130_fd_sc_hd__dfxtp_1
   * - Number of buffer cells added on primary ports
     - 18
   * - Diodes inserted
     - 0
   * - Maximum root-to-sink buffer count
     - 2
   * - Met3 demand-to-capacity share in global routing
     - 1.977%
   * - Count of buffer and inverter cells on the critical path
     - 1
   * - Kind of cell adding the most delay to the critical path
     - buffers and inverters
   * - Initial antenna violation count
     - 0
   * - Post-synth seq share
     - 29.20%
   * - Via count normalized by instance count
     - between 3 and 4
   * - Synthesized netlist cell count
     - just under 90
   * - Capturing point of the worst reg2reg path
     - newState2[0]$_SDFFE_NP1P_
   * - Via count of the first global-routing pass
     - 777
   * - Synthesized area
     - 685.7 um^2
   * - Worst reg-to-reg setup slack
     - 2.86 ns
   * - Clk Latency, worst-skew pair
     - 0.30 ns
   * - Die Span Y
     - 102 um
   * - CTS tree
     - done
   * - Core utilization of the finished layout
     - about 18%
   * - Hold path depth
     - 2
   * - Met1 Use GR
     - approximately 5.3%
   * - Total overflow reported by the global router
     - 0
   * - Post-DP Area
     - between 0.001 and 0.0015 mm^2
   * - Number of max-cap violations
     - 0
   * - Final setup violation count
     - 0
   * - Crit-path max cell delay
     - 0.52 ns
   * - Total wire length
     - 2.106 mm
   * - R2r worst-path depth
     - 6
   * - Number of different library cells in the post-synthesis netlist
     - 36
   * - Cell chosen for the clock root
     - sky130_fd_sc_hd__clkbuf_8
   * - Final non-filler cell area
     - approximately 0.0012 mm^2
   * - Die ar.
     - 0.01040 mm^2
   * - DRC violation total after the first TritonRoute iteration
     - 33
   * - Design Power
     - 0.3747 mW
   * - Worst Path Arrival
     - 3.36 ns
   * - Minimum hold slack
     - 0.5001 ns
   * - Maximum number of pins on one net before global-route repair
     - 12
   * - Required time at the worst-slack endpoint
     - between 3 and 4 ns
   * - Beginning of the worst hold path
     - bus[2]$_DFF_N_
   * - Run status
     - finished clean
   * - Share of flip-flops with an asynchronous set or reset after synthesis
     - 0%
   * - Critical R2R Launch
     - bus[0]$_DFF_N_
   * - Global routing met2 resource utilization
     - between 6 and 7%
   * - Area added between synthesis and finish
     - 73.36%
   * - DRC violation count after routing
     - 0
   * - Largest driver fanout on the critical path
     - 5
   * - Leakage power total
     - 0.5166 nW
   * - Number of warning messages in the yosys log
     - 1
   * - Wirelength per Cell
     - 10.13 um
   * - I/O pin count
     - 20
   * - Fin Clk Skew
     - between 0.008 and 0.009 ns
   * - Die width
     - ~100 um
   * - EDFF count, synth
     - 0
   * - H-tree depth reported by CTS
     - 1
   * - Class of the tightest hold or removal check
     - register to register
   * - Total power per unit cell area
     - 315.2 mW/mm^2
   * - Endpoint kind of the worst setup timing path
     - primary output
   * - Post-detailed-route count of antenna-violating nets
     - 0
   * - Hold-fix buffers, CTS
     - 0
   * - First drt pass iteration count
     - 4
   * - Global route hottest layer
     - met2
   * - Register bit count reported by yosys
     - 10
   * - Summed standard-cell area reported by yosys
     - 685.7 um^2
   * - Mean cell area of the mapped netlist
     - 7.704 um^2
   * - Critical path class
     - register to primary output
   * - Cts bufs inserted
     - 3
   * - Tally of OpenROAD warnings
     - 36
   * - Core Region
     - 0.006459 mm^2
   * - HPWL Detailed
     - approximately 1.7 mm
   * - Unrepaired setup endpoints after global routing
     - false
   * - Fraction of layout cells with a size suffix above 1
     - 29.77%
   * - Final GP Congestion
     - 0.8312
   * - Total track usage
     - 4.249%
   * - Global-route wire length before repair
     - 3.622 mm
   * - Clock sink count
     - 10
   * - Critical Path, Cell by Cell
     - clkdlybuf4s50_1
   * - Slowest cell on the critical path
     - sky130_fd_sc_hd__clkdlybuf4s50_1
   * - FP Util
     - 10.62%
   * - Endpoint, Worst Hold
     - bus[2]$_DFF_N_
   * - Count of final max-slew check failures
     - 0
   * - Worst-case vdd ir drop
     - 258.6 uV
   * - Startpoint type of the worst setup path
     - register
   * - Cell total in the yosys stat output
     - roughly 90
   * - Vias after detailed routing
     - 767
   * - Reg clk slew, reported paths
     - 0.04 ns
   * - Total number of placement rows
     - 29
[timing repair]
action,in CTS,in global routing
buffers inserted,1,0
resized,32,4
endpoints found under the setup margin,4,3
cloned,0,0
pin swaps,10,2
[synthesized netlist by cell type, types with 2 or more instances]
cell type / n / area, um^2
sky130_fd_sc_hd__o2bb2ai_1: 2 / 17.52
sky130_fd_sc_hd__a211o_1: 2 / 17.52
sky130_fd_sc_hd__nor4_1: 2 / 12.51
sky130_fd_sc_hd__nor2b_1: 2 / 12.51
sky130_fd_sc_hd__dfxtp_1: 10 / 200.2
sky130_fd_sc_hd__nand3_1: 2 / 10.01
sky130_fd_sc_hd__buf_4: 2 / 15.01
sky130_fd_sc_hd__o21a_1: 2 / 15.01
sky130_fd_sc_hd__buf_2: 2 / 10.01
sky130_fd_sc_hd__nor3_1: 5 / 25.02
sky130_fd_sc_hd__o21ai_0: 3 / 15.01
sky130_fd_sc_hd__clkbuf_1: 2 / 7.510
sky130_fd_sc_hd__nor3b_1: 4 / 30.03
sky130_fd_sc_hd__nor2_1: 8 / 30.03
sky130_fd_sc_hd__inv_1: 7 / 26.28
sky130_fd_sc_hd__xnor2_1: 2 / 17.52
sky130_fd_sc_hd__nand2_1: 3 / 11.26
sky130_fd_sc_hd__mux2i_1: 2 / 20.02
sky130_fd_sc_hd__and2_1: 2 / 12.51
sky130_fd_sc_hd__a21oi_1: 8 / 40.04
sky130_fd_sc_hd__a211oi_1: 2 / 15.01
[logic make-up (layout without fill, tap and decap cells)]
| family | after synthesis | in the layout | synth area share [%] |
|---|---|---|---|
| buffers and inverters | 14 | 56 | 10.22 |
| DFF | 10 | 10 | 29.20 |
| other | 1 | 1 | 0.5469 |
| xor gates and xnor gates | 3 | 3 | 3.833 |
| AOI/OAI and AO/OA | 25 | 25 | 25.55 |
| muxes | 2 | 2 | 2.920 |
| and+or+nand+nor | 34 | 34 | 27.74 |
[worst register-to-register path: stages (launching register included)]
cell and delay (ns):
sky130_fd_sc_hd__dfxtp_1 0.36, sky130_fd_sc_hd__nor2_1 0.07, sky130_fd_sc_hd__a211oi_2 0.21, sky130_fd_sc_hd__o2bb2ai_2 0.12
sky130_fd_sc_hd__nor2_2 0.14, sky130_fd_sc_hd__a311oi_1 0.10, sky130_fd_sc_hd__o32a_1 0.33
[metrics by stage]
step | TNS [ns] | setup slack, ns | cells
floorplan | -0.06749 | -0.03767 | 89
global placement | -2.756 | -0.6406 | 196
detailed placement | -2.877 | -0.6763 | 196
CTS | 0 | 0.01179 | 208
global route | 0 | 0.009852 | 208
finish | 0 | 0.07977 | 208
[routing by layer]
layer,part of all wire (%),vias to the layer above,wire length (um)
li1,-,402,-
met1,45,343,955
met2,48,22,1002
met3,7.0,0,148
met4,0,0,0
met5,0,-,0
[layout make-up]
class	count	area (um^2)
inverters	6	22.52
clock inverters	10	37.54
fillers	709	5270
flip-flops and latches	10	200.2
multi-input cells	65	484.2
repair buffers	37	306.5
well taps	77	96.34
clock buffers	3	41.29
[worst max path at each step]
stage	slack, ns	endpoint	startpoint	cells past startpoint
after CTS	0.01	newState2[0]$_SDFFE_NP1P_	WriteRead[1]	7
after global routing	0.01	newState2[0]$_SDFFE_NP1P_	state1[0]	8
final	0.08	newState1[0]	newState1[0]$_DFF_N_	1
[sequential cells by signal, indices dropped and copies added (netlist names)]
| register | flops |
|---|---|
| WriteBack | 1 |
| newState2 | 3 |
| bus | 3 |
| newState1 | 3 |
[where the power goes]
part / total, mW / leakage, nW / internal (mW) / switching [mW]
sequential: 0.122 / 0.0832 / 0.110 / 0.0116
clock: 0.131 / 0.0748 / 0.0740 / 0.0574
combinational: 0.121 / 0.359 / 0.0724 / 0.0488
[layout by cell type (no fill, tap or decap), types with 3 or more instances in the layout]
| master | instances |
|---|---|
| sky130_fd_sc_hd__inv_1 | 16 |
| sky130_fd_sc_hd__buf_2 | 3 |
| sky130_fd_sc_hd__nor2_1 | 8 |
| sky130_fd_sc_hd__clkdlybuf4s50_1 | 10 |
| sky130_fd_sc_hd__nand2_1 | 3 |
| sky130_fd_sc_hd__nor3b_1 | 3 |
| sky130_fd_sc_hd__a21oi_1 | 8 |
| sky130_fd_sc_hd__nor3_1 | 5 |
| sky130_fd_sc_hd__buf_4 | 17 |
| sky130_fd_sc_hd__clkbuf_8 | 3 |
| sky130_fd_sc_hd__dlygate4sd2_1 | 3 |
| sky130_fd_sc_hd__dfxtp_1 | 10 |
Power is estimated from default activity; no workload was simulated.
