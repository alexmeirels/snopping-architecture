[/design/flow/design.v]
module PCcounter (Clock, enable, PC);
	input Clock, enable;
	output reg [8:0] PC;
	initial begin
		PC = 9'b0;
	end
	always@(negedge Clock) begin
		if (enable) begin
			PC = PC + 1;
		end
	end
endmodule
[/design/flow/run.sh]
#!/bin/bash
# OpenROAD 26Q1-2900-gdf79404cd8, Yosys 0.63+post, stock flow scripts
make -C /OpenROAD-flow-scripts/flow DESIGN_CONFIG=/design/flow/config.mk WORK_HOME=/design/flow/orfs finish
[/design/flow/config.mk]
export PLATFORM = sky130hd
export DESIGN_NAME = PCcounter
export DESIGN_NICKNAME = PCcounter
export VERILOG_FILES = /design/flow/design.v
export SDC_FILE = /design/flow/constraint.sdc
export NUM_CORES = 4
export LEC_CHECK = 1
export CORE_AREA = 10 10 70 70
export DIE_AREA = 0 0 80 80
[/design/flow/constraint.sdc]
current_design PCcounter

set clk_period 2.6
set clk_io_pct 0.2

create_clock -name clk0 -period $clk_period [get_ports {Clock}]

set non_clock_inputs [all_inputs -no_clocks]
set_input_delay [expr $clk_period * $clk_io_pct] -clock clk0 $non_clock_inputs
set_output_delay [expr $clk_period * $clk_io_pct] -clock clk0 [all_outputs]
==> deck_impl_summary.md <==
Key Metrics from the Run

Drt
  • Initial drt markers: 16
  • N_diodes: 0
  • Per-cell routed wire length: 8.37 um
  • Antenna Nets Post-Route: 0
  • Vias: 344
  • Pre-antenna DRT Iters: 4
  • Total Routed Length: 937 um
  • Via-per-instance ratio: 3.07
  • DRC: 0

Die
  • # rows: 21
  • I/O pin count: 11
  • Die footprint: 0.00640 sq mm
  • Die Width: 80 um
  • Fp_density: 11.9%
  • Die H: 80 um
  • Core area: 0.00342 sq mm

Run status
  • Failing checks: negative setup slack
  • Status: complete, but fails checks

Final layout
  • Core Util, Final: 20.5%
  • Dominant logic cell types in the final layout: buf_4 (14), inv_1 (11), edfxtp_1 (9), buf_2 (9), xnor2_1 (4)
  • Share of cells above drive strength 1: 42.4%
  • Final Non-Filler Cells: 112
  • Most common logic cell in the routed design: buf_4
  • Design area: 701 sq um
  • Max reg flops: 9
  • Area delta synth->final: 72.3%

Final timing
  • Slew of the pin with the lowest slew margin: 0.142 ns
  • Final Hold Viols: 0
  • RSZ-0062 raised after global routing: true
  • Max-slew violation count: 0
  • Final Skew: 0.0171 ns
  • Relative slew margins: 90.5%
  • Endpoints failing setup: 9
  • Final worst setup slack: -0.0743 ns

Worst hold path
  • Hold path startpoint: PC[6]
  • Worst Hold Class: flip-flop to flip-flop

Logic synthesis
  • Dominant cell area share: 66.5%
  • Number of distinct library cells after synthesis: 11
  • Synthesized netlist cell count: 29
  • Yosys Instances: 29
  • Main area contributors: edfxtp_1 (66%), xnor2_1 (8.6%), xor2_1 (6.5%), nand3_1 (3.7%), ha_1 (3.1%)
  • #FFs+latches synth: 9
  • Yosys Warn Count: 1
  • Register area share after synthesis: 66.5%
  • Syn avg cell area: 14.0 sq um
  • Yosys top cell by area: edfxtp_1
  • Yosys chip area: 407 sq um
  • Mapped Area: 407 sq um

Critical path
  • Req. time, crit path: 2.08 ns
  • CP max stage cell: edfxtp_1
  • Crit end category: output pin
  • CP peak stage delay: 0.40 ns
  • Reg-to-Reg Start: PC[0]
  • Crit Path Max Fanout: 2
  • Cell Chain, Critical Path: buf_2
  • Crit path arrival time: 2.15 ns
  • Bufs and invs on worst path: 1
  • Crit path from: PC[4]
  • CP Launch Type: flip-flop
  • CP top delay family: flip-flops
  • Crit Path Class: flip-flop to output pin

CTS
  • CTS tree: done
  • Latency at later pin: 0.33 ns
  • Root Driver: clkbuf_4
  • Clock Tree Buf Depth: 2
  • Clk pin slew, worst setup/hold paths: 0.04 ns
  • Htree depth: 1
  • Cts hold-fix bufs: 0
  • Sink Count: 9
  • CTS Buf Count: 3

Global routing
  • Remaining Overflow, GRT: 0
  • Largest net degree at the start of global routing: 10
  • Initial antenna violation count: 0
  • Tot GR Track Use: 2.93%
  • Vias in the first global route: 331
  • First-pass GRT wire length: 1.48 mm

Placed design
  • Placed instance count: 95
  • Placed Area: 652 sq um
  • GPL Wtd Cong: 0.729
  • Dpl hpwl: 652 um
  • Pre-CTS setup slack: -0.151 ns
  • Port bufs: 10

Power
  • Pwr Total: 0.000413 W
  • Peak supply drop: 0.000271 V
  • PD cells: 590 mW/mm^2
  • Leakage: 0.323 nW

Flow run
  • Max-cap violations: 0
  • Tool warning count: 36
-- synthesized netlist by cell type (all sizes together) --
library cell	count
xor2	3
and4	1
nand4	1
edfxtp	9
nand3	3
nor3	1
ha	1
inv	2
nand2	3
nor2	1
xnor2	4
-- stage by stage --
| step | setup TNS (ns) | hold slack [ns] |
|---|---|---|
| after floorplan | 0 | 0.527 |
| after global routing | -0.861 | 0.701 |
| final | -0.421 | 0.657 |
| after CTS | -0.595 | 0.663 |
| after detailed placement | -1.63 | 0.655 |
| after global placement | -1.69 | 0.646 |
-- repair_timing --
action | in CTS | in global routing
setup buffers | 2 | 3
gates resized | 27 | 0
pin swaps | 0 | 0
endpoints found under the setup margin | 9 | 9
-- report_power, final --
| part | internal, W | leakage (nW) | total [W] | switching, W |
|---|---|---|---|---|
| combinational | 0.0000439 | 0.168 | 0.0000716 | 0.0000276 |
| clock | 0.0000736 | 0.0671 | 0.000157 | 0.0000829 |
| sequential | 0.000178 | 0.0881 | 0.000185 | 0.00000645 |
-- cells by family after synthesis --
| group | synth area share, % |
|---|---|
| adder cells (fa/ha/maj) | 3.08 |
| buffers and inverters | 1.85 |
| AND/OR/NAND/NOR | 13.5 |
| flip-flops | 66.5 |
| XOR/XNOR | 15.1 |
-- path summary, 6_finish.rpt --
path / endpoint / slack, ns / cells past startpoint
setup / recovery: PC[4] / -0.07 / 1
hold / removal: PC[6] / 0.66 / 2
setup reg to reg: PC[8] / 1.16 / 5
hold reg to reg: PC[6] / 0.66 / 2
-- metal layers --
layer | vias up | part of all wire [%] | global-route usage [%]
li1 | 177 | - | -
met1 | 150 | 55 | 4.41
met3 | 0 | 9.4 | 2.16
met4 | 0 | 0 | 1.23
met5 | - | 0 | 0
met2 | 17 | 36 | 2.81
-- final cells by class --
cell class	count	area (sq um)
Fill cell	385	2720
Clock buffer	3	22.5
Clock inverter	10	37.5
Timing Repair Buffer	25	180
Inverter	1	3.75
Multi-Input combinational cell	18	129
Sequential cell	9	270
Tap cell	46	57.6
Power and IR drop assume default switching activity.
